File: flow/design.v
module ProjectPart1A( 			 
 input               CLOCK_50,
 input               CLOCK2_50,
 input               CLOCK3_50,
 input               CLOCK4_50,
 output       [6:0]  HEX0,
 output       [6:0]  HEX1,
 output       [6:0]  HEX2,
 output       [6:0]  HEX3,
 output       [6:0]  HEX4,
 output       [6:0]  HEX5,
 input        [3:0]  KEY,
 output       [9:0]  LEDR,
 input        [9:0]  SW,
 inout       [35:0]  GPIO 		 
);
wire [3:0] rawkey;
wire rawValid;
wire[3:0] debouncedKey;
wire debouncedValid;
reg LastValid;
reg [3:0] Digit0;    
reg [3:0] Digit1;
reg [3:0] Digit2;
reg [3:0] Digit3;
reg [3:0] Digit4;
reg [3:0] Digit5;
reg [5:0] DigitOn;        
wire Reset = KEY[3];
Scan mykeypadScan (CLOCK_50, {GPIO[25], GPIO[23], GPIO[21], GPIO[19], GPIO[17], GPIO[15], GPIO[13], GPIO[11]}, rawkey, rawValid);
Debounce mykeyDebouncer (CLOCK_50, rawkey, rawValid, debouncedKey, debouncedValid); 
SevenSegment ss0( Digit0, HEX0, DigitOn[0] );
SevenSegment ss1( Digit1, HEX1, DigitOn[1] );
SevenSegment ss2( Digit2, HEX2, DigitOn[2] );
SevenSegment ss3( Digit3, HEX3, DigitOn[3] );
SevenSegment ss4( Digit4, HEX4, DigitOn[4] );
SevenSegment ss5( Digit5, HEX5, DigitOn[5] );
always@(posedge CLOCK_50)
	begin
		if (~Reset)	                         
		begin	
		   Digit0 <= 4'b0000;
			Digit1 <= 4'b0000;
			Digit2 <= 4'b0000;
			Digit3 <= 4'b0000;
			Digit4 <= 4'b0000;
			Digit5 <= 4'b0000;
			DigitOn <= 6'b111111; 
			LastValid <= 0;
		end
		else  		
		begin
			LastValid <= debouncedValid;
			if (debouncedValid & (LastValid==0)) 	 
			begin
				Digit5 <= Digit4;                 
				Digit4 <= Digit3;										
				Digit3 <= Digit2;										
				Digit2 <= Digit1;
				Digit1 <= Digit0;
				Digit0 <= debouncedKey;				
				DigitOn[5] <= DigitOn[4];
				DigitOn[4] <= DigitOn[3];
				DigitOn[3] <= DigitOn[2];
				DigitOn[2] <= DigitOn[1];
				DigitOn[1] <= DigitOn[0];
				DigitOn[0] <= 1'b0;
			end
		end
	end
endmodule
module Scan(input CLOCK_50, 
            inout[7:0] keypad, 
            output reg[3:0] rawkey, 
				output reg rawValid);
	wire[3:0] rows;
	reg[31:0] counter;
	reg[1:0] colsNum;
	reg[3:0] decodedcols;
   parameter clockDivisor =500;  
	wire Allrows = rows[0]& rows[1]& rows[2]& rows[3];
	assign keypad[3:0] = decodedcols;
	assign rows = keypad[7:4];
	always @(posedge CLOCK_50)
	begin 
			if (counter==0)
				begin
				counter <= clockDivisor;
					if (Allrows==1)   
						colsNum <= colsNum+1;
				end
			else 
				counter <= counter -1;
    end
	 always@(colsNum)
		case (colsNum)
		2'b00: decodedcols = 4'b0111;
		2'b01: decodedcols = 4'b1011;
		2'b10: decodedcols = 4'b1101;
		2'b11: decodedcols = 4'b1110;
		endcase
	always@(*)
		if (Allrows )	 
			begin
				rawkey <= 0;
				rawValid <= 0;			
			end
		else			 
			begin
				casex (rows)
				4'b0xxx:		 
					begin	
						case(colsNum)
						2'b00:					 
						begin
							rawValid <=1;
							rawkey <= 4'b0001;
						end
						2'b01 :				 
						begin
							rawValid <=1;
							rawkey <= 4'b0010;
						end
						2'b10:					 
						begin
							rawValid <=1;
							rawkey <= 4'b0011;
						end
						2'b11 :				 
						begin
							rawValid <=1;
							rawkey <= 4'b1010;
						end
					endcase
				end
					4'b10xx:		 
					begin	
						case(colsNum)
						2'b00:					 
						begin
							rawValid <=1;
							rawkey <= 4'b0100;
						end
						2'b01 :				 
						begin
							rawValid <=1;
							rawkey <= 4'b0101;
						end
						2'b10:					 
						begin
							rawValid <=1;
							rawkey <= 4'b0110;
						end
						2'b11 :				 
						begin
							rawValid <=1;
							rawkey <= 4'b1011;
						end
					endcase
				end
					4'b110x:						 
					begin	
						case(colsNum)
						2'b00:					 
						begin
							rawValid <=1;
							rawkey <= 4'b0111;
						end
						2'b01 :				 
						begin
							rawValid <=1;
							rawkey <= 4'b1000;
						end
						2'b10:					 
						begin
							rawValid <=1;
							rawkey <= 4'b1001;
						end
						2'b11 :				 
						begin
							rawValid <=1;
							rawkey <= 4'b1100;
						end
					endcase
					end
					4'b1110:						 
					begin	
						case(colsNum)
						2'b00:					 
						begin
							rawValid <=1;
							rawkey <= 4'b1110;
						end
						2'b01 :				 
						begin
							rawValid <=1;
							rawkey <= 4'b0000;
						end
						2'b10:					 
						begin
							rawValid <=1;
							rawkey <= 4'b1111;
						end
						2'b11 :				 
						begin
							rawValid <=1;
							rawkey <= 4'b1101;
						end
					endcase
					end
					default: rawValid <= 0;	 
			endcase
			end
endmodule
module Debounce(input CLOCK_50,input[3:0] rawkey, input rawValid, output reg[3:0] debouncedKey, output reg debouncedValid);
reg[31:0] counter;
reg[3:0] LastrawValidKey;
parameter offset = 100000;
parameter MaxCounter = 10000;  
always @(posedge CLOCK_50)
	begin
		if (rawValid)		
			begin 
				LastrawValidKey <= rawkey;
				if (rawkey == LastrawValidKey)	    
					begin
						if (counter < (1 + offset))    
							begin
								debouncedValid <= 1;
								debouncedKey <= rawkey;  
							end
						else
							counter <= counter - 1; 	 
					end
				else 											 
					begin
						counter <= (MaxCounter + offset);			
						debouncedValid <= 0;
					end
			end
		else
			begin
				if ((counter +1 ) > MaxCounter)		 
					debouncedValid <= 0;
				else
					counter <= counter + 1;		       
			end
	end
endmodule
module SevenSegment( input [3:0] hexDigit,
		output [6:0] segments, input blankZero );
	wire b0, b1, b2, b3;
	wire [6:0] s;
	assign b0 = hexDigit[0];
	assign b1 = hexDigit[1];
	assign b2 = hexDigit[2];
	assign b3 = hexDigit[3];
	assign s[0] = b1 & b2 | ~b1 & ~b2 & b3 | ~b0 & b3 |
						~b0 & ~b2 | b0 & b2 & ~b3 | b1 & ~b3;
	assign s[1] = ~b2 & ~b3 | ~b0 & ~b1 & ~b3 | b0 & b1 & ~b3 |
						~b0 & ~b2 | b0 & ~b1 & b3;
	assign s[2] = b2 & ~b3 | ~b2 & b3 | b0 & ~b1 | ~b1 & ~b3 | b0 & ~b3;
	assign s[3] = ~b0 & b1 & b2 | b0 & b1 & ~b2 | ~b1 & b3 |
						b0 & ~b1 & b2 | ~b0 & ~b2 & ~b3;
	assign s[4] = ~b0 & b1 | b2 & b3 | b1 & b3 | ~b0 & ~b2;
	assign s[5] = ~b0 & b2 | ~b2 & b3 | b1 & b3 | ~b0 & ~b1 | ~b1 & b2 & ~b3;
	assign s[6] = ~b0 & b1 | ~b2 & b3 | b0 & b3 | ~b1 & b2 & ~b3 | b1 & ~b2;
	assign segments = ( blankZero && hexDigit == 4'b0 ) ? ~7'b0 : ~s;
endmodule
File: flow/run.sh
#!/bin/bash
# OpenROAD 26Q1-2900-gdf79404cd8, Yosys 0.63+post, stock flow scripts
make -C /OpenROAD-flow-scripts/flow DESIGN_CONFIG=/design/flow/config.mk WORK_HOME=/design/flow/orfs finish
File: flow/config.mk
export PLATFORM = sky130hd
export DESIGN_NAME = ProjectPart1A
export DESIGN_NICKNAME = ProjectPart1A
export VERILOG_FILES = /design/flow/design.v
export SDC_FILE = /design/flow/constraint.sdc
export NUM_CORES = 4
export LEC_CHECK = 1
export CORE_UTILIZATION = 30
File: flow/constraint.sdc
current_design ProjectPart1A

set clk_period 7.6
set clk_io_pct 0.2

create_clock -name clk0 -period $clk_period [get_ports {CLOCK_50}]

set non_clock_inputs [all_inputs -no_clocks]
set_input_delay [expr $clk_period * $clk_io_pct] -clock clk0 $non_clock_inputs
set_output_delay [expr $clk_period * $clk_io_pct] -clock clk0 [all_outputs]
==> job_summary.md <==
### Flow metrics

| Metric | Value |
|---|---|
| Outcome | `did not finish` |
| Halt Stage | `4_1_cts` |
| First Error | `[error] [KeplerFormal.cpp:679] Workflow failed: Iso has multiple drivers: .GPIO17, _0887_.Y0` |
| YS warnings | `13` |
| Resized Gates After CTS | `0` |
| Gpl congestion | `between 0.8 and 0.9` |
| Post-synth regs | `between 100 and 150` |
| Root Buffer | `clkbuf_16` |
| I/O pins | `roughly 110` |
| TritonCTS Buffers | `9` |
| Num rows | `slightly below 60` |
| Die H | `162.9 µm` |
| Post-CTS Hold Fix Bufs | `0` |
| Async SR Flop Fraction | `0%` |
| Cell Area, Placed | `0.008343 mm²` |
| H-tree Lvls | `3` |
| Synthesized area | `around 0.0078 mm²` |
| Die width | `between 150 and 200 µm` |
| Number of enable flip-flop cells | `around 43` |
| Syn Area/Cell | `~7.6 µm²` |
| Yosys chip area | `0.007764 mm²` |
| Ys flop type | `dfxtp_1` |
| Yosys cell count | `around 1000` |
| DP Cell Count | `1321` |
| Dpl hpwl | `around 12000 µm` |
| Post-CTS setup buffers | `0` |
| Port Buffers | `43` |
| Clk buf depth | `2` |
| Unique cell types | `approximately 80` |
| Starting Density | `30.74%` |
| Post-synthesis cell count | `around 1000` |
| Endpoints left unconstrained | `36` |
| Register pins left without a clock | `4` |
## synth_stat cells, types with 5 or more instances
cell / number / area, µm²
or4_1: 7 / 52.55
nor3_1: 37 / 185.2
o221ai_1: 10 / 87.58
nor4_1: 21 / 131.4
edfxtp_1: 43 / 1291
nor2b_1: 7 / 43.79
o311ai_0: 5 / 43.79
nand2_1: 147 / 551.8
buf_2: 11 / 55.05
and2_1: 6 / 37.54
nand4_1: 12 / 75.07
clkbuf_1: 67 / 251.5
inv_1: 32 / 120.1
and3_1: 14 / 87.58
a21oi_1: 53 / 265.3
xnor2_1: 27 / 236.5
a211oi_1: 6 / 45.04
nand3_1: 33 / 165.2
buf_4: 10 / 75.07
nand4b_1: 5 / 43.79
a31oi_1: 9 / 56.30
ha_1: 28 / 350.3
dfxtp_1: 63 / 1261
nor2_1: 109 / 409.1
o21ai_0: 78 / 390.4
or3_1: 10 / 62.56
a21boi_0: 25 / 187.7
a22oi_1: 8 / 60.06
xor2_1: 14 / 122.6
o22ai_1: 8 / 50.05
nand2b_1: 19 / 118.9
## cells by family after synthesis
group | share of synthesized area (%)
adder cells (fa/ha/maj) | 4.513
multiplexers | 0.8058
XOR/XNOR | 4.625
AND/OR/NAND/NOR | 28.72
other | 0.04830
flip-flops | 32.88
buffers and inverters | 6.656
latches | 0.7736
AND-OR/OR-AND | 20.98
## stage by stage
step	hold slack (ns)	util (%)	setup WS, ns	power (W)
floorplan	0.4257	-	2.532	0.0009984
global placement	0.4465	33.04	2.426	0.001134
detailed placement	0.4557	33.04	2.342	0.001135
Power is estimated from default activity; no workload was simulated.
